**design.v**
```verilog
module Imp_Ex2_Unit #(
    parameter N = 8                   
)(
    input                   i_clk,
    input                   i_rstn,
    input                   i_valid,
    input  signed [7:0]     i_x,          
    output                  o_Ex2_done,
    output        [15:0] o_Ex2         
);
    localparam IDLE   = 2'd0;
    localparam ACC    = 2'd1;
    localparam DIVIDE = 2'd2;
    localparam DONE   = 2'd3;
    localparam DATA_W           = 8;
    localparam SQUARED_WIDTH    = (2*DATA_W - 1);
    localparam CNT_WIDTH        = $clog2(N);
    localparam SHIFT            = CNT_WIDTH;
    localparam ROUND_BIAS       = (1 << (SHIFT-1));
    localparam ACC_WIDTH        = SQUARED_WIDTH + CNT_WIDTH;
    localparam EX2_WIDTH        = SQUARED_WIDTH;
    localparam DOUT_WIDTH       = ACC_WIDTH + CNT_WIDTH;
    reg         [2:0]               n_state,   c_state;
    reg         [ACC_WIDTH-1:0]     n_acc,     c_acc;
    reg         [CNT_WIDTH-1:0]     n_cnt_acc, c_cnt_acc;
    reg signed  [EX2_WIDTH-1:0]     n_Ex2,     c_Ex2;
    wire [SQUARED_WIDTH-1:0]    squared_x;
    wire [3:0]                  H, L;
    wire [7:0]                  H_sq, L_sq, HxL;
    wire [7:0]                  x_abs;
    assign x_abs = i_x[7] ? (~i_x + 8'd1) : i_x;         
    assign H = x_abs[7:4];
    assign L = x_abs[3:0];
    Imp_mult4b_lut u_H_sq (.addr(H), .data(H_sq));
    Imp_mult4b_lut u_L_sq (.addr(L), .data(L_sq));
    assign HxL = H * L;
    assign squared_x = (H_sq << 8) + (HxL << 5) + L_sq;
    wire [ACC_WIDTH:0]      acc_rounded;
    wire [EX2_WIDTH-1:0]    avg_ex2;        
    assign acc_rounded = {1'b0, c_acc} + ROUND_BIAS;         
    assign avg_ex2     = acc_rounded >> SHIFT;               
    always @(posedge i_clk or negedge i_rstn)
    begin
        if (!i_rstn)
        begin
            c_state   <= IDLE;
            c_acc     <= 0;
            c_cnt_acc <= 0;
            c_Ex2     <= 0;
        end
        else
        begin
            c_state   <= n_state;
            c_acc     <= n_acc;
            c_cnt_acc <= n_cnt_acc;
            c_Ex2     <= n_Ex2;
        end
    end
    always @(*)
    begin
        n_state = c_state;
        case (c_state)
            IDLE   : if (i_valid)                n_state = ACC;
            ACC    : if (c_cnt_acc == N-1)       n_state = DIVIDE;
            DIVIDE :                             n_state = DONE;          
            DONE   :                             n_state = IDLE;
        endcase
    end
    always @(*)
    begin
        n_cnt_acc = c_cnt_acc;
        case (c_state)
            IDLE :                  n_cnt_acc = 0;
            ACC  : if (i_valid)     n_cnt_acc = c_cnt_acc + 1;
        endcase
    end
    always @(*)
    begin
        n_acc = c_acc;
        case (c_state)
            IDLE :                  n_acc = 0;
            ACC  : if (i_valid)     n_acc = c_acc + squared_x;
        endcase
    end
    always @(*)
    begin
        n_Ex2 = c_Ex2;
        case (c_state)
            IDLE   :                  n_Ex2 = 0;
            DIVIDE :                  n_Ex2 = avg_ex2;
        endcase
    end
    assign o_Ex2      = (c_state == DONE) ? c_Ex2 : 0;
    assign o_Ex2_done = (c_state == DONE);
endmodule
module Imp_mult4b_lut (
	input		[3:0]	addr,
	output reg	[7:0]	data
);
	always@(*)
	begin
		case (addr)
			4'd0	: data = 8'd0;
			4'd1	: data = 8'd1;
			4'd2	: data = 8'd4;	
			4'd3	: data = 8'd9;
			4'd4	: data = 8'd16;
			4'd5	: data = 8'd25;
			4'd6	: data = 8'd36;
			4'd7	: data = 8'd49;
			4'd8	: data = 8'd64;
			4'd9	: data = 8'd81;
			4'd10	: data = 8'd100;
			4'd11	: data = 8'd121;
			4'd12	: data = 8'd144;
			4'd13	: data = 8'd169;
			4'd14	: data = 8'd196;
			4'd15	: data = 8'd225;
			default : data = 8'd0;
		endcase
	end
endmodule
```
**config.mk**
```make
export PLATFORM = sky130hd
export DESIGN_NAME = Imp_Ex2_Unit
export DESIGN_NICKNAME = Imp_Ex2_Unit
export VERILOG_FILES = /design/flow/design.v
export SDC_FILE = /design/flow/constraint.sdc
export NUM_CORES = 4
export LEC_CHECK = 1
export CORE_UTILIZATION = 40
```
**run.sh**
```bash
#!/bin/bash
# OpenROAD 26Q1-2900-gdf79404cd8, Yosys 0.63+post, stock flow scripts
make -C /OpenROAD-flow-scripts/flow DESIGN_CONFIG=/design/flow/config.mk WORK_HOME=/design/flow/orfs finish
```
**constraint.sdc**
```tcl
current_design Imp_Ex2_Unit

set clk_period 10.1
set clk_io_pct 0.2

create_clock -name clk0 -period $clk_period [get_ports {i_clk}]

set non_clock_inputs [all_inputs -no_clocks]
set_input_delay [expr $clk_period * $clk_io_pct] -clock clk0 $non_clock_inputs
set_output_delay [expr $clk_period * $clk_io_pct] -clock clk0 [all_outputs]
```
==> run_results.csv <==
group,metric,value,unit
setup_path,critical_path_s_most_frequent_cell,"inv_1",
setup_path,worstSetupPathType,"in -> reg",
floorplan,core-area,8760,sq um
setup_path,ff2ff_setup_slack,7.76,ns
power_and_ir_drop,power.share.clock,12.6,%
floorplan,die-width,97.2,um
sta,timing.final.crit_period,8.02,ns
clock_tree,postCtsHoldBufs,0,
synth,syn-cell-area,3620,sq um
clock_tree,cts-buffers-inserted,5,
clock_tree,clock_latency,0.29,ns
setup_path,startpoint_type,"input pin",
power_and_ir_drop,internal_power,0.584,mW
route,routed_wl,7350,um
route,drt_pre_antenna_iters,4,
clock_tree,clockBufferDepth,2,
sta,drv_slew,0,
route,route.antenna.remaining_nets,0,
hold_path,hold-path-cell-count,1,
sta,fin_skew,0.0127,ns
power_and_ir_drop,max_vdd_drop,0.112,mV
route,detail_route.drc_violations,0,
setup_path,critPathCaptureType,"flop",
clock_tree,cts_tree,"built",
setup_path,worst_r2r_startpoint,"c_acc[8]$_DFFE_PN0P_",
floorplan,pin_count,28,
layout,area_growth_from_synthesis_to_final_layout,13.4,%
sta,period_used_share,79.4,%
setup_path,cp.buffers_inverters,5,
setup_path,critical_path_peak_fanout,8,
power_and_ir_drop,power_density,266,nW/um^2
global_routing,grt_antenna_before_repair,0,
placement,place.gp.congestion,0.904,
hold_path,hp-class,"reg -> reg",
floorplan,core_util_floorplan,41.3,%
synth,syn_avg_cell_area,8.67,sq um
synth,ys_cells,418,
global_routing,grt_pass1_wl,12700,um
synth,edf_count,0,
floorplan,num_rows,34,
sta,timing.final.setup_violations,0,
clock_tree,clock_sink_count,40,
layout,drive_above_1_share,6.08,%
sta,rsz_0062_raised_after_global_routing,"false",
synth,synthCells,418,
global_routing,via_count_of_the_first_global_routing_pass,2754,
synth,seq_area_frac_synth,27.7,%
route,via_count,2970,
route,wl_per_cell,13.3,um
power_and_ir_drop,power,1.09,mW
clock_tree,clk_pin_slew_worst_paths,0.09,ns
power_and_ir_drop,comb_power_share,59.4,%
sta,transition_time_at_the_pin_with_the_least_slew_margin,0.833,ns
layout,most-common-layout-cells,"o21ai_0, nand2_1, dfrtp_1, ha_1, nor2_1",
clock_tree,h_tree_depth_reported_by_cts,2,
hold_path,hold_path_end,"c_Ex2[14]$_DFFE_PN0P_",
setup_path,crit_path_max_incr_delay,0.56,ns
floorplan,die_area,9440,sq um
setup_path,crit_path_top_delay_cell,"fa_1",
power_and_ir_drop,pwr-share-seq,28.0,%
floorplan,die_h,97.2,um
placement,numPortBuffers,27,
setup_path,worst-endpoint-required,10.28,ns
clock_tree,root_buffer,"clkbuf_8",
synth,yosysWarnings,2,
setup_path,worst_r2r_path_depth,6,
setup_path,critPathArrivalTime,8.20,ns
clock_tree,cts.repair_timing.setup_buffer_count,0,
synth,synth_top_flop_cell,"dfrtp_1",
sta,number_of_endpoints_with_negative_hold_slack_in_the_final_report,0,
global_routing,grt_start_max_net_pins,41,
flow_run,drv.max_cap_violation_count,0,
route,antenna-diode-count,0,
synth,synth.lib_cells_used.distinct,58,
route,post_drt_via_cell_ratio,5.38,
outcome,run_status,"completed",
sta,achievable_clock_frequency,125,MHz
synth,synth_chip_area,3620,sq um
power_and_ir_drop,power.switching_fraction,46.6,%
flow_run,log.warning_count,25,
power_and_ir_drop,power_switching,0.509,mW
hold_path,timing.hold.worst.start,"c_Ex2[14]$_DFFE_PN0P_",
synth,synth_async_sr_flop_share,100,%
setup_path,critical-path-top-delay-family,"adder cells",
route,first_iteration_detailed_routing_drc_count,191,
synth,yosys_register_bits,40,
sta,maxSlewHeadroom,44.5,%
power_and_ir_drop,p_leak,1.83,nW
sta,fin_setup_tns,0,ns
placement,place.detailed.hpwl,5710,um
clock_tree,cts-resized-gates,0,
global_routing,grt_overflow_total,0,
global_routing,grtUsageTotal,16.5,%
setup_path,worst_r2r_endpoint,"c_acc[11]$_DFFE_PN0P_",
## sequential cells by signal (all words and copies together), names as in the netlist
signal / cells
c_Ex2: 15
c_acc: 18
c_cnt_acc: 3
c_state: 4
## synthesized netlist by cell type (all sizes together) (5+ instances only)
library cell / count / share of area [%]
fa: 5 / 2.8
nand2b: 22 / 4.0
and3: 6 / 1.0
and2: 16 / 2.8
clkbuf: 8 / 0.83
a211oi: 5 / 1.0
nand3: 10 / 1.4
nor2: 28 / 2.9
a21o: 6 / 1.3
o21ai: 44 / 6.2
ha: 38 / 13
xnor2: 26 / 6.3
a21oi: 15 / 2.2
inv: 20 / 2.1
a22o: 6 / 1.5
xor2: 16 / 4.1
nor3: 9 / 1.5
nand2: 42 / 4.4
o41ai: 5 / 1.7
nand4: 7 / 1.2
dfrtp: 39 / 27
## per-layer routing
metal,vias to the layer above,share of wire [%],global-route usage (%),routed length (um)
li1,1526,-,-,-
met1,1374,48,24.4,3560
met2,64,44,25.6,3250
met3,6,6.0,4.10,439
met4,0,1.3,2.07,97
met5,-,0,0,0
## cells by family after synthesis
| group | count (synthesis) | share of synthesized area [%] |
|---|---|---|
| buffers and inverters | 31 | 3.39 |
| XOR/XNOR | 42 | 10.4 |
| flip-flops | 40 | 27.7 |
| AND-OR/OR-AND | 104 | 19.8 |
| multiplexers | 4 | 1.11 |
| adder cells (fa/ha/maj) | 43 | 15.9 |
| AND/OR/NAND/NOR | 153 | 21.7 |
| other | 1 | 0.104 |
## stage by stage
step / instances / utilization (%) / setup WS (ns) / hold WS [ns] / cell area (sq um)
after global routing: 552 / 46.9 / 1.63 / 0.534 / 4110
final: 552 / 46.9 / 2.08 / 0.500 / 4110
after global placement: 544 / 45.5 / 1.91 / 0.475 / 3990
after CTS: 552 / 46.9 / 2.07 / 0.507 / 4110
after floorplan: 419 / - / 2.74 / 0.383 / 3630
after detailed placement: 544 / 45.5 / 1.78 / 0.486 / 3990
## worst max-delay path by stage
stage         startpoint               endpoint  slack [ns]  cells past startpoint
finish            i_x[0]  c_acc[15]$_DFFE_PN0P_        2.08                     25
CTS               i_x[0]  c_acc[15]$_DFFE_PN0P_        2.07                     25
global route      i_x[0]  c_acc[15]$_DFFE_PN0P_        1.63                     27
## cell type report
type                    count  area, sq um
clock buffers               6         82.6
fillers                   853         4660
well taps                 108          135
clock inverters             2         38.8
repair buffers             28          273
multi-input cells         348         2500
inverters                  20         75.1
flip-flops and latches     40         1000
## power by group through the flow
stage	registers, mW	logic, mW	clock network (mW)
6_report	0.305	0.649	0.138
5_1_grt	0.317	0.736	0.152
4_1_cts	0.304	0.648	0.143
Power is estimated from default activity; no workload was simulated.
