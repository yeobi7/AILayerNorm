===== /design/flow/design.v =====
module Imp_cal_sqrt (
    input            i_clk,
    input            i_rstn,
    input            i_start,
    input    [15:0]  i_data,
    output   [7:0]   o_sqrt,
    output           o_done
);
    localparam IDLE   = 2'd0;
    localparam Stage1 = 2'd1;  
    localparam Stage2 = 2'd2;  
    localparam DONE   = 2'd3;
    reg [1:0]   c_state, n_state;
    reg [15:0]  c_temp_i,       n_temp_i;       
    reg [7:0]   c_temp_sqrt,    n_temp_sqrt;    
    reg [7:0]   c_temp_o,       n_temp_o;
    reg  [4:0]  msb_pos; 
    wire [2:0]  k;
    wire [15:0] d_norm;
    wire [7:0]  lut_addr;
    wire [7:0]  sqrt_lut_o;
    wire [7:0]  quotient;        
    wire [15:0] quotient_sq;
    wire [15:0] boundary;        
    always @(*) 
    begin
        if      (i_data[15]) msb_pos = 15;
        else if (i_data[14]) msb_pos = 14;
        else if (i_data[13]) msb_pos = 13;
        else if (i_data[12]) msb_pos = 12;
        else if (i_data[11]) msb_pos = 11;
        else if (i_data[10]) msb_pos = 10;
        else if (i_data[9])  msb_pos = 9;
        else if (i_data[8])  msb_pos = 8;
        else if (i_data[7])  msb_pos = 7;
        else if (i_data[6])  msb_pos = 6;
        else if (i_data[5])  msb_pos = 5;
        else if (i_data[4])  msb_pos = 4;
        else if (i_data[3])  msb_pos = 3;
        else if (i_data[2])  msb_pos = 2;
        else if (i_data[1])  msb_pos = 1;
        else                 msb_pos = 0;
    end
    Imp_sqrt_lut U_sqrt (
        .addr(lut_addr),
        .data(sqrt_lut_o)
    );
    assign k = msb_pos >> 1;
    assign d_norm = i_data << ((7 - k) << 1);
    assign lut_addr = d_norm[15:8];
    assign quotient = sqrt_lut_o >> (7 - k);
    assign quotient_sq = c_temp_sqrt * c_temp_sqrt;
    assign boundary = quotient_sq + c_temp_sqrt;
    always @(posedge i_clk or negedge i_rstn) 
    begin
        if (!i_rstn) 
        begin
            c_state      <= IDLE;
            c_temp_i     <= 16'd0;
            c_temp_sqrt  <= 8'd0;
            c_temp_o     <= 8'd0;
        end 
        else 
        begin
            c_state      <= n_state;
            c_temp_i     <= n_temp_i;
            c_temp_sqrt  <= n_temp_sqrt;        
            c_temp_o     <= n_temp_o;
        end
    end
    always @(*) 
    begin
        n_state = c_state;
        case (c_state)
            IDLE    :   if (i_start)            n_state = Stage1;
            Stage1  :                           n_state = Stage2;
            Stage2  :                           n_state = DONE;
            DONE    :                           n_state = IDLE;
        endcase
    end
    always @(*)
    begin
        n_temp_i = c_temp_i;
        case (c_state)
            IDLE    :   if (i_start)            n_temp_i = i_data;
        endcase
    end
    always@(*)
    begin
        n_temp_sqrt = c_temp_sqrt;
        case (c_state)
            Stage1  :                           n_temp_sqrt = quotient;
        endcase
    end
    always@(*)
    begin
        n_temp_o = c_temp_o;
        case (c_state)
            Stage2  : 
            begin
                if      (c_temp_i == 0)         n_temp_o = 8'b0;
                else if (c_temp_i > boundary)   n_temp_o = c_temp_sqrt + 1;
                else                            n_temp_o = c_temp_sqrt;    
            end
        endcase  
    end
    assign o_done = (c_state == DONE);
    assign o_sqrt = (c_state == DONE) ? c_temp_o : 8'd0;
endmodule
module Imp_sqrt_lut(
	input		[7:0]	addr,
	output reg	[7:0]	data
);
    always @(*)
    begin
        case (addr)
            8'd0   : data = 8'h0b;
            8'd1   : data = 8'h13;
            8'd2   : data = 8'h19;
            8'd3   : data = 8'h1d;
            8'd4   : data = 8'h21;
            8'd5   : data = 8'h25;
            8'd6   : data = 8'h28;
            8'd7   : data = 8'h2b;
            8'd8   : data = 8'h2e;
            8'd9   : data = 8'h31;
            8'd10  : data = 8'h33;
            8'd11  : data = 8'h36;
            8'd12  : data = 8'h38;
            8'd13  : data = 8'h3a;
            8'd14  : data = 8'h3c;
            8'd15  : data = 8'h3e;
            8'd16  : data = 8'h40;
            8'd17  : data = 8'h42;
            8'd18  : data = 8'h44;
            8'd19  : data = 8'h46;
            8'd20  : data = 8'h48;
            8'd21  : data = 8'h4a;
            8'd22  : data = 8'h4b;
            8'd23  : data = 8'h4d;
            8'd24  : data = 8'h4f;
            8'd25  : data = 8'h50;
            8'd26  : data = 8'h52;
            8'd27  : data = 8'h53;
            8'd28  : data = 8'h55;
            8'd29  : data = 8'h56;
            8'd30  : data = 8'h58;
            8'd31  : data = 8'h59;
            8'd32  : data = 8'h5b;
            8'd33  : data = 8'h5c;
            8'd34  : data = 8'h5d;
            8'd35  : data = 8'h5f;
            8'd36  : data = 8'h60;
            8'd37  : data = 8'h61;
            8'd38  : data = 8'h63;
            8'd39  : data = 8'h64;
            8'd40  : data = 8'h65;
            8'd41  : data = 8'h67;
            8'd42  : data = 8'h68;
            8'd43  : data = 8'h69;
            8'd44  : data = 8'h6a;
            8'd45  : data = 8'h6b;
            8'd46  : data = 8'h6d;
            8'd47  : data = 8'h6e;
            8'd48  : data = 8'h6f;
            8'd49  : data = 8'h70;
            8'd50  : data = 8'h71;
            8'd51  : data = 8'h72;
            8'd52  : data = 8'h73;
            8'd53  : data = 8'h75;
            8'd54  : data = 8'h76;
            8'd55  : data = 8'h77;
            8'd56  : data = 8'h78;
            8'd57  : data = 8'h79;
            8'd58  : data = 8'h7a;
            8'd59  : data = 8'h7b;
            8'd60  : data = 8'h7c;
            8'd61  : data = 8'h7d;
            8'd62  : data = 8'h7e;
            8'd63  : data = 8'h7f;
            8'd64  : data = 8'h80;
            8'd65  : data = 8'h81;
            8'd66  : data = 8'h82;
            8'd67  : data = 8'h83;
            8'd68  : data = 8'h84;
            8'd69  : data = 8'h85;
            8'd70  : data = 8'h86;
            8'd71  : data = 8'h87;
            8'd72  : data = 8'h88;
            8'd73  : data = 8'h89;
            8'd74  : data = 8'h8a;
            8'd75  : data = 8'h8b;
            8'd76  : data = 8'h8b;
            8'd77  : data = 8'h8c;
            8'd78  : data = 8'h8d;
            8'd79  : data = 8'h8e;
            8'd80  : data = 8'h8f;
            8'd81  : data = 8'h90;
            8'd82  : data = 8'h91;
            8'd83  : data = 8'h92;
            8'd84  : data = 8'h93;
            8'd85  : data = 8'h93;
            8'd86  : data = 8'h94;
            8'd87  : data = 8'h95;
            8'd88  : data = 8'h96;
            8'd89  : data = 8'h97;
            8'd90  : data = 8'h98;
            8'd91  : data = 8'h99;
            8'd92  : data = 8'h99;
            8'd93  : data = 8'h9a;
            8'd94  : data = 8'h9b;
            8'd95  : data = 8'h9c;
            8'd96  : data = 8'h9d;
            8'd97  : data = 8'h9d;
            8'd98  : data = 8'h9e;
            8'd99  : data = 8'h9f;
            8'd100 : data = 8'ha0;
            8'd101 : data = 8'ha1;
            8'd102 : data = 8'ha1;
            8'd103 : data = 8'ha2;
            8'd104 : data = 8'ha3;
            8'd105 : data = 8'ha4;
            8'd106 : data = 8'ha5;
            8'd107 : data = 8'ha5;
            8'd108 : data = 8'ha6;
            8'd109 : data = 8'ha7;
            8'd110 : data = 8'ha8;
            8'd111 : data = 8'ha8;
            8'd112 : data = 8'ha9;
            8'd113 : data = 8'haa;
            8'd114 : data = 8'hab;
            8'd115 : data = 8'hab;
            8'd116 : data = 8'hac;
            8'd117 : data = 8'had;
            8'd118 : data = 8'hae;
            8'd119 : data = 8'hae;
            8'd120 : data = 8'haf;
            8'd121 : data = 8'hb0;
            8'd122 : data = 8'hb1;
            8'd123 : data = 8'hb1;
            8'd124 : data = 8'hb2;
            8'd125 : data = 8'hb3;
            8'd126 : data = 8'hb3;
            8'd127 : data = 8'hb4;
            8'd128 : data = 8'hb5;
            8'd129 : data = 8'hb6;
            8'd130 : data = 8'hb6;
            8'd131 : data = 8'hb7;
            8'd132 : data = 8'hb8;
            8'd133 : data = 8'hb8;
            8'd134 : data = 8'hb9;
            8'd135 : data = 8'hba;
            8'd136 : data = 8'hba;
            8'd137 : data = 8'hbb;
            8'd138 : data = 8'hbc;
            8'd139 : data = 8'hbc;
            8'd140 : data = 8'hbd;
            8'd141 : data = 8'hbe;
            8'd142 : data = 8'hbe;
            8'd143 : data = 8'hbf;
            8'd144 : data = 8'hc0;
            8'd145 : data = 8'hc0;
            8'd146 : data = 8'hc1;
            8'd147 : data = 8'hc2;
            8'd148 : data = 8'hc2;
            8'd149 : data = 8'hc3;
            8'd150 : data = 8'hc4;
            8'd151 : data = 8'hc4;
            8'd152 : data = 8'hc5;
            8'd153 : data = 8'hc6;
            8'd154 : data = 8'hc6;
            8'd155 : data = 8'hc7;
            8'd156 : data = 8'hc8;
            8'd157 : data = 8'hc8;
            8'd158 : data = 8'hc9;
            8'd159 : data = 8'hca;
            8'd160 : data = 8'hca;
            8'd161 : data = 8'hcb;
            8'd162 : data = 8'hcb;
            8'd163 : data = 8'hcc;
            8'd164 : data = 8'hcd;
            8'd165 : data = 8'hcd;
            8'd166 : data = 8'hce;
            8'd167 : data = 8'hcf;
            8'd168 : data = 8'hcf;
            8'd169 : data = 8'hd0;
            8'd170 : data = 8'hd0;
            8'd171 : data = 8'hd1;
            8'd172 : data = 8'hd2;
            8'd173 : data = 8'hd2;
            8'd174 : data = 8'hd3;
            8'd175 : data = 8'hd3;
            8'd176 : data = 8'hd4;
            8'd177 : data = 8'hd5;
            8'd178 : data = 8'hd5;
            8'd179 : data = 8'hd6;
            8'd180 : data = 8'hd6;
            8'd181 : data = 8'hd7;
            8'd182 : data = 8'hd8;
            8'd183 : data = 8'hd8;
            8'd184 : data = 8'hd9;
            8'd185 : data = 8'hd9;
            8'd186 : data = 8'hda;
            8'd187 : data = 8'hdb;
            8'd188 : data = 8'hdb;
            8'd189 : data = 8'hdc;
            8'd190 : data = 8'hdc;
            8'd191 : data = 8'hdd;
            8'd192 : data = 8'hdd;
            8'd193 : data = 8'hde;
            8'd194 : data = 8'hdf;
            8'd195 : data = 8'hdf;
            8'd196 : data = 8'he0;
            8'd197 : data = 8'he0;
            8'd198 : data = 8'he1;
            8'd199 : data = 8'he1;
            8'd200 : data = 8'he2;
            8'd201 : data = 8'he3;
            8'd202 : data = 8'he3;
            8'd203 : data = 8'he4;
            8'd204 : data = 8'he4;
            8'd205 : data = 8'he5;
            8'd206 : data = 8'he5;
            8'd207 : data = 8'he6;
            8'd208 : data = 8'he7;
            8'd209 : data = 8'he7;
            8'd210 : data = 8'he8;
            8'd211 : data = 8'he8;
            8'd212 : data = 8'he9;
            8'd213 : data = 8'he9;
            8'd214 : data = 8'hea;
            8'd215 : data = 8'hea;
            8'd216 : data = 8'heb;
            8'd217 : data = 8'heb;
            8'd218 : data = 8'hec;
            8'd219 : data = 8'hed;
            8'd220 : data = 8'hed;
            8'd221 : data = 8'hee;
            8'd222 : data = 8'hee;
            8'd223 : data = 8'hef;
            8'd224 : data = 8'hef;
            8'd225 : data = 8'hf0;
            8'd226 : data = 8'hf0;
            8'd227 : data = 8'hf1;
            8'd228 : data = 8'hf1;
            8'd229 : data = 8'hf2;
            8'd230 : data = 8'hf2;
            8'd231 : data = 8'hf3;
            8'd232 : data = 8'hf3;
            8'd233 : data = 8'hf4;
            8'd234 : data = 8'hf5;
            8'd235 : data = 8'hf5;
            8'd236 : data = 8'hf6;
            8'd237 : data = 8'hf6;
            8'd238 : data = 8'hf7;
            8'd239 : data = 8'hf7;
            8'd240 : data = 8'hf8;
            8'd241 : data = 8'hf8;
            8'd242 : data = 8'hf9;
            8'd243 : data = 8'hf9;
            8'd244 : data = 8'hfa;
            8'd245 : data = 8'hfa;
            8'd246 : data = 8'hfb;
            8'd247 : data = 8'hfb;
            8'd248 : data = 8'hfc;
            8'd249 : data = 8'hfc;
            8'd250 : data = 8'hfd;
            8'd251 : data = 8'hfd;
            8'd252 : data = 8'hfe;
            8'd253 : data = 8'hfe;
            8'd254 : data = 8'hff;
            8'd255 : data = 8'hff;
            default: data = 8'd0;
        endcase
    end
endmodule

===== /design/flow/run.sh =====
#!/bin/bash
# OpenROAD 26Q1-2900-gdf79404cd8, Yosys 0.63+post, stock flow scripts
make -C /OpenROAD-flow-scripts/flow DESIGN_CONFIG=/design/flow/config.mk WORK_HOME=/design/flow/orfs finish

===== /design/flow/config.mk =====
export PLATFORM = sky130hd
export DESIGN_NAME = Imp_cal_sqrt
export DESIGN_NICKNAME = Imp_cal_sqrt
export VERILOG_FILES = /design/flow/design.v
export SDC_FILE = /design/flow/constraint.sdc
export NUM_CORES = 4
export LEC_CHECK = 1
export CORE_UTILIZATION = 30

===== /design/flow/constraint.sdc =====
current_design Imp_cal_sqrt

set clk_period 7.8
set clk_io_pct 0.2

create_clock -name clk0 -period $clk_period [get_ports {i_clk}]

set non_clock_inputs [all_inputs -no_clocks]
set_input_delay [expr $clk_period * $clk_io_pct] -clock clk0 $non_clock_inputs
set_output_delay [expr $clk_period * $clk_io_pct] -clock clk0 [all_outputs]

==> impl_metrics.py <==
# Auto-generated metrics
metrics = {
    "floorplanning": {
        "die_width_um": 144,
        "die_h_um": 144,
        "row_count": 51,
        "ioPinCount": 28,
        "die-area_um2": 20600,
        "coreArea_um2": 19600,
        "fp_util": 0.307,
    },
    "synthesis": {
        "syn_inst": 755,
        "synth.distinct_cells": 76,
        "postSynthSeqShare": 0.150,
        "ys_warn_count": 2,
        "ys_chip_area_um2": 6020,
        "syn-cell-area_um2": 6020,
        "synthArstFlopShare": 1.00,
        "synth-main-ff-cell": "dfrtp_1",
        "edf_count": 0,
        "postSynthAreaPerCell_um2": 7.97,
        "ys_ff": 36,
        "ys_cells": 755,
    },
    "critical_path": {
        "cp-start-kind": "register",
        "arrival_ps": 7040,
        "crit_path_frequent_cell": "o21ai_0",
        "path_class": "register to register",
        "reg2reg_slack_ps": 910,
        "worstReg2RegEnd": "c_temp_o[7]$_DFFE_PN0P_",
        "worst_r2r_path_depth": 31,
        "r2r_start": "c_temp_sqrt[5]$_DFFE_PN0P_",
        "crit_slowest_cell": "fa_1",
        "critPathMaxFanout": 7,
        "critPathCaptureType": "register",
        "cp.required_ps": 7950,
        "cpPeakStageDelay_ps": 630,
    },
    "clock_tree": {
        "cts_tree": "built",
        "post_cts_buffers": 0,
        "clk_latency_ps": 280,
        "cts_root_buf": "clkbuf_16",
        "numClockSinks": 36,
        "path_clk_slew_ps": 50,
        "cts_buffer_depth": 2,
        "holdBufCountCts": 0,
        "numCtsBuffers": 5,
        "post_cts_resized": 0,
        "cts_max_level": 2,
    },
    "routing": {
        "drc": 0,
        "drt_iter0_drc": 288,
        "routedWlPerCell_um": 15.4,
        "n_antenna_cell": 0,
        "vias": 5397,
        "ant_nets": 0,
        "via_per_inst": 5.33,
        "totalWireLength_mm": 15.6,
        "firstDrtPassIters": 5,
    },
    "sta": {
        "fmax_mhz": 145,
        "maxSlewHeadroom": 0.495,
        "whs_ps": 526,
        "setup_slack_ps": 911,
        "worst_pin_slew_ps": 754,
        "clock_skew_ps": 5.49,
        "post-route-min-period_ps": 6890,
        "period_used_share": 0.883,
        "hold_violations": 0,
        "finalSetupViolations": 0,
        "rsz0062_at_grt": "no",
        "setup-tns-final_ps": 0,
        "maxSlewViolCount": 0,
    },
    "global_routing": {
        "antenna_found_initial": 0,
        "grt_pass1_wl_mm": 26.3,
        "grt_overflow_total": 0,
        "grt_use_total": 0.162,
        "grt_max_degree": 37,
        "grt_pass1_vias": 5042,
    },
    "finish": {
        "seq_area_um2": 902,
        "logic_area_um2": 4500,
        "layout_top_cell": "inv_1",
        "layout_top_cells": "89 x inv_1, 71 x nand2_1, 59 x ha_1",
        "stdcell_area_um2": 6570,
        "final_core_util": 0.335,
        "finalNonFillerCells": 1013,
        "final_layout_size_suffix_gt1_frac": 0.0762,
        "fill_cells": 2061,
        "syn_to_final_growth_pct": 9.17,
    },
    "outcome": {
        "status": "complete, no violations",
    },
    "place": {
        "placed_area_um2": 6400,
        "placed_cells": 1005,
        "port_buffers": 27,
        "gp_congestion": 0.909,
        "pre_cts_ws_ps": 950,
        "hpwl_mm": 11.9,
    },
    "flow_run": {
        "warning_count": 36,
        "max_cap_viol_count": 0,
    },
    "hold_path": {
        "hp-class": "register to register",
        "hold_start": "c_temp_o[2]$_DFFE_PN0P_",
        "worstHoldEndpoint": "c_temp_o[2]$_DFFE_PN0P_",
        "holdPathStages": 2,
    },
    "power": {
        "peakVddDrop_v": 0.0000597,
        "p_per_area_nw_per_um2": 98.4,
        "p_leak_nw": 2.88,
        "total_power_uw": 646,
    },
}
## layout make-up
type / count / share of cell area
multi-input combinational: 577 / 0.684
sequential: 36 / 0.137
inverter: 92 / 0.0529
tap: 265 / 0.0505
timing repair buffer: 35 / 0.0495
clock buffer: 5 / 0.0190
clock inverter: 3 / 0.00647
## power breakdown
| part | internal (mW) | switching [mW] |
|---|---|---|
| sequential | 0.187 | 0 |
| combinational | 0.0808 | 0.151 |
| clock | 0.150 | 0.0783 |
| total | 0.418 | 0.229 |
## synth_stat cells, drive strengths merged (4+ instances only)
cell type	number	share of area
nor4	13	0.018
o2111ai	4	0.0058
inv	91	0.057
nor3	8	0.0067
nand2	72	0.045
nand4	4	0.0042
and3	7	0.0073
clkbuf	18	0.011
buf	32	0.034
dfrtp	35	0.15
o211ai	8	0.010
and2	27	0.028
o21a	9	0.011
nor2b	5	0.0052
ha	59	0.12
a211o	8	0.012
mux2	16	0.030
or3	4	0.0042
a211oi	7	0.0087
fa	33	0.11
nand2b	5	0.0052
a21o	11	0.014
xnor2	18	0.026
or4	4	0.0050
mux2i	7	0.012
a21oi	56	0.048
nor2	39	0.026
o221ai	6	0.0087
o21ai	50	0.042
o22ai	19	0.021
a221oi	4	0.0058
nand3	18	0.015
a31oi	11	0.011
## flip-flops by register name, summed over array words and instances (netlist names)
name         cells
c_temp_i        16
c_temp_o         8
c_state          4
c_temp_sqrt      8
## routing by layer
| metal | vias to the layer above | track usage | part of all wire | wire length (µm) |
|---|---|---|---|---|
| li1 | 2664 | - | - | - |
| met1 | 2545 | 0.245 | 0.46 | 7160 |
| met2 | 176 | 0.255 | 0.46 | 7230 |
| met3 | 12 | 0.0217 | 0.068 | 1050 |
| met4 | 0 | 0.0190 | 0.0087 | 136 |
| met5 | - | 0 | 0 | 0 |
## worst max-delay path: cells and delay by family, from the launching register on
family                     cells  cell delay (ps)
xor gates and xnor gates       2              210
adders and majority gates      6             2510
and+or+nand+nor                8             1200
AOI/OAI and AO/OA             11             1860
buffers and inverters          4              490
DFF                            1              470
## worst max path at each step
| stage | from | endpoint | slack (ps) | cells past startpoint |
|---|---|---|---|---|
| CTS | c_temp_sqrt[5]$_DFFE_PN0P_ | c_temp_o[6]$_DFFE_PN0P_ | 900 | 31 |
| global route | c_temp_sqrt[5]$_DFFE_PN0P_ | c_temp_o[6]$_DFFE_PN0P_ | 180 | 31 |
| finish | c_temp_sqrt[5]$_DFFE_PN0P_ | c_temp_o[7]$_DFFE_PN0P_ | 910 | 31 |
## cells by family (layout without fill, tap and decap cells)
| kind of cell | after synthesis | after routing | synth area share |
|---|---|---|---|
| AOI/OAI and AO/OA | 227 | 227 | 0.259 |
| buffers and inverters | 142 | 135 | 0.103 |
| DFF | 36 | 36 | 0.150 |
| xor gates and xnor gates | 21 | 21 | 0.0306 |
| muxes | 24 | 24 | 0.0453 |
| and+or+nand+nor | 213 | 213 | 0.179 |
| adders and majority gates | 92 | 92 | 0.232 |
Power figures rest on the tool's default switching activity, not on a simulated workload.
